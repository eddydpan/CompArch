===== ./config.mk =====
export PLATFORM = sky130hd
export DESIGN_NAME = top
export DESIGN_NICKNAME = top
export VERILOG_FILES = /design/flow/design.v
export SDC_FILE = /design/flow/constraint.sdc
export NUM_CORES = 4
export LEC_CHECK = 1
export CORE_UTILIZATION = 30

===== ./constraint.sdc =====
current_design top

set clk_period 2.4
set clk_io_pct 0.2

create_clock -name clk0 -period $clk_period [get_ports {clk}]

set non_clock_inputs [all_inputs -no_clocks]
set_input_delay [expr $clk_period * $clk_io_pct] -clock clk0 $non_clock_inputs
set_output_delay [expr $clk_period * $clk_io_pct] -clock clk0 [all_outputs]

===== ./design.v =====
module fade #(
    parameter INITIAL_STATE = 3'b000,        
    parameter INC_DEC_INTERVAL = 12000,      
    parameter INC_DEC_MAX = 166,             
    parameter PWM_INTERVAL = 1200,           
    parameter INC_DEC_VAL = PWM_INTERVAL / INC_DEC_MAX
)(
    input logic clk, 
    output logic [$clog2(PWM_INTERVAL) - 1:0] pwm_value
);
    localparam PWM_INC = 3'b000;
    localparam PWM_HI = 3'b001;
    localparam PWM_HI2 = 3'b010;
    localparam PWM_DEC = 3'b011;
    localparam PWM_LO = 3'b100;
    localparam PWM_LO2 = 3'b101;
    logic [2:0] current_state = INITIAL_STATE;
    logic [2:0] next_state;
    logic [$clog2(INC_DEC_INTERVAL) - 1:0] count = 0;
    logic [$clog2(INC_DEC_MAX) - 1:0] inc_dec_count = 0;
    logic time_to_inc_dec = 1'b0;
    logic time_to_transition = 1'b0;
    initial begin
        if (INITIAL_STATE == PWM_HI || INITIAL_STATE == PWM_HI2 || INITIAL_STATE == PWM_DEC)
            pwm_value = INC_DEC_VAL * (INC_DEC_MAX); 
        else
            pwm_value = 0;
    end
    always_ff @(posedge time_to_transition)
        current_state <= next_state;
    always_comb begin
        next_state = 3'bxxx;
        case (current_state)
            PWM_INC:
                next_state = PWM_HI;
            PWM_HI:
                next_state = PWM_HI2;
            PWM_HI2:
                next_state = PWM_DEC;
            PWM_DEC:
                next_state = PWM_LO;
            PWM_LO:
                next_state = PWM_LO2;
            PWM_LO2:
                next_state = PWM_INC;
        endcase
    end
    always_ff @(posedge clk) begin
        if (count == INC_DEC_INTERVAL - 1) begin
            count <= 0;
            time_to_inc_dec <= 1'b1;
        end
        else begin
            count <= count + 1;
            time_to_inc_dec <= 1'b0;
        end
    end
    always_ff @(posedge time_to_inc_dec) begin
        case (current_state)
            PWM_INC:
                pwm_value <= pwm_value + INC_DEC_VAL;
            PWM_DEC:
                pwm_value <= pwm_value - INC_DEC_VAL;
        endcase
    end
    always_ff @(posedge time_to_inc_dec) begin
        if (inc_dec_count == INC_DEC_MAX - 1) begin
            inc_dec_count <= 0;
            time_to_transition <= 1'b1;
        end
        else begin
            inc_dec_count <= inc_dec_count + 1;
            time_to_transition <= 1'b0;
        end
    end
endmodule
module pwm #(
    parameter PWM_INTERVAL = 1200        
)(
    input logic clk, 
    input logic [$clog2(PWM_INTERVAL) - 1:0] pwm_value, 
    output logic pwm_out
);
    logic [$clog2(PWM_INTERVAL) - 1:0] pwm_count = 0;
    always_ff @(posedge clk) begin
        if (pwm_count == PWM_INTERVAL - 1) begin
            pwm_count <= 0;
        end
        else begin
            pwm_count <= pwm_count + 1;
        end
    end
    assign pwm_out = (pwm_count > pwm_value) ? 1'b0 : 1'b1;
endmodule
module top #(
    parameter PWM_INTERVAL = 1200        
)(
    input logic     clk, 
    output logic    RGB_R,
    output logic    RGB_G,
    output logic    RGB_B
);
    logic [$clog2(PWM_INTERVAL) - 1:0] rgb_r_pwm_value;
    logic [$clog2(PWM_INTERVAL) - 1:0] rgb_g_pwm_value;
    logic [$clog2(PWM_INTERVAL) - 1:0] rgb_b_pwm_value;
    logic rgb_r_pwm_out;
    logic rgb_g_pwm_out;
    logic rgb_b_pwm_out;
    fade #(
        .INITIAL_STATE  (3'b010),  
        .PWM_INTERVAL   (PWM_INTERVAL)
    ) u1 (
        .clk            (clk), 
        .pwm_value      (rgb_r_pwm_value)
    );
    pwm #(
        .PWM_INTERVAL   (PWM_INTERVAL)
    ) u2 (
        .clk            (clk), 
        .pwm_value      (rgb_r_pwm_value), 
        .pwm_out        (rgb_r_pwm_out)
    );
    fade #(
        .INITIAL_STATE  (3'b000),  
        .PWM_INTERVAL   (PWM_INTERVAL)
    ) u3 (
        .clk            (clk), 
        .pwm_value      (rgb_g_pwm_value)
    );
    pwm #(
        .PWM_INTERVAL   (PWM_INTERVAL)
    ) u4 (
        .clk            (clk), 
        .pwm_value      (rgb_g_pwm_value), 
        .pwm_out        (rgb_g_pwm_out)
    );
    fade #(
        .INITIAL_STATE  (3'b100),    
        .PWM_INTERVAL   (PWM_INTERVAL)
    ) u5 (
        .clk            (clk), 
        .pwm_value      (rgb_b_pwm_value)
    );
    pwm #(
        .PWM_INTERVAL   (PWM_INTERVAL)
    ) u6 (
        .clk            (clk), 
        .pwm_value      (rgb_b_pwm_value), 
        .pwm_out        (rgb_b_pwm_out)
    );
    assign RGB_R = ~rgb_r_pwm_out;
    assign RGB_G = ~rgb_g_pwm_out;
    assign RGB_B = ~rgb_b_pwm_out;
endmodule

===== ./run.sh =====
#!/bin/bash
# OpenROAD 26Q1-2900-gdf79404cd8, Yosys 0.63+post, stock flow scripts
make -C /OpenROAD-flow-scripts/flow DESIGN_CONFIG=/design/flow/config.mk WORK_HOME=/design/flow/orfs finish

==> impl_metrics.yaml <==
# physical design summary
status:
  status: "finished clean"
route:
  drtPass1Iterations: 4
  vias: 5000
  routed_wl_microns: 11500
  antenna_cells: 0
  postRouteAntennaNets: 0
  wire_per_inst_microns: 10.3
  vias_per_cell: 4.48
  drc: 0
  drt_iter0_markers: 191
global_routing:
  grt_pass1_wl_microns: 20700
  grt_usage_pct: 9.54
  grt_max_degree: 21
  antenna_found_initial: 0
  grt_pass1_vias: 4759
  grt_overflow: 0
timing:
  fin_crit_sh_pct: 95.7
  tightest_slew_ns: 0.716
  setup_viol: 0
  hold_viol_final: 0
  max_freq_mhz: 435
  rsz0062_at_grt: "false"
  setup_tns_ns: 0
  fin_skew_ns: 0.0102
  slew_violations: 0
  maxSlewHeadroom_pct: 51.9
  untimed_endpoints: 102
  fin_hold_ws_ns: 0.431
  unclocked_regs: 69
  period_minus_slack_ns: 2.30
setup_path:
  crit_required_ns: 1.92
  cp_cell_sequence: "ha_4 > nor2b_1 > o21a_1 > o21bai_1 > a31oi_1 > o21a_1 > dlygate4sd2_1"
  crit_fanout: 2
  crit_top_cell: "o21a_1"
  arrival_ns: 1.82
  critPathCaptureType: "output port"
  start_kind: "flop"
  cp_slowest_cell: "dfxtp_2"
  slowest_delay_ns: 0.33
  crit_type: "flop to output port"
clock_tree:
  numCtsBuffers: 9
  h-tree-depth: 3
  ctsHoldBuffers: 0
  insertion_delay_ns: 0.33
  clkSlewWorstSetupHoldPaths_ns: 0.06
  tritoncts: "yes"
  cts_root_buf: "clkbuf_16"
  clk_path_buf_depth: 2
floorplanning:
  die-area_sq_mm: 0.0254
  row_count: 57
  ioPinCount: 4
  dieHeight_microns: 159
  initial_core_util_pct: 30.5
  die-width_microns: 159
  core_area_sq_mm: 0.0243
synthesis:
  async_flop_share_pct: 0
  synthTopCellsByArea: "dfxtp_1, edfxtp_1, ha_1, xnor2_1, xor2_1"
  yosysUniqueCellTypes: 45
  ys.flops: 147
  syn-cell-area_sq_mm: 0.00742
  ys_cells: 757
  synth-main-ff-cell: "dfxtp_1"
  netlist.area_leader.share_pct: 30.7
  avgSynthCellArea_sq_um: 9.80
  synth-edff-count: 33
  synth_cells: 757
  yosys_warnings: 4
  ys_seq_share_pct: 44.1
  ys_chip_area_sq_mm: 0.00742
  top_area_cell: "dfxtp_1"
placed_design:
  io_buffers: 3
  placedCellCount: 1089
  routabilityCongestion: 0.811
  hpwlAfterDp_microns: 8410
final_layout:
  drive_gt1_share_pct: 10.5
  fin_cells: 1116
  area_growth_pct: 14.6
  postLayoutCoreUtil_pct: 35.0
job:
  openroad.warnings: 28
  cap_violations: 0
power_and_ir_drop:
  power_mw: 2.64
  pwr_density_cell_mw_per_mm2: 311
  vdd_drop_max_mv: 0.324
  p_leak_nw: 3.49
hold_path:
  hp-class: "flop to flop"
## worst paths after layout
kind	from	slack, ns	cells after the start	end
hold / removal	u2.pwm_count[0]$_SDFF_PN0_	0.43	1	u2.pwm_count[0]$_SDFF_PN0_
setup / recovery	u6.pwm_count[1]$_SDFF_PN0_	0.10	7	RGB_B
hold reg to reg	u2.pwm_count[0]$_SDFF_PN0_	0.43	1	u2.pwm_count[0]$_SDFF_PN0_
setup reg to reg	u3.count[0]$_SDFF_PP0_	0.66	5	u3.count[10]$_SDFF_PP0_
## report_power, final
part | internal, mW | switching, mW | leakage, nW
sequential | 1.29 | 0 | 1.31
combinational | 0 | 0 | 2.04
clock | 0.813 | 0.541 | 0.143
## synth_stat cells (6+ instances only)
| cell | n |
|---|---|
| edfxtp_1 | 33 |
| nor2b_1 | 20 |
| ha_1 | 72 |
| or3_1 | 8 |
| nand2_1 | 46 |
| xor2_1 | 51 |
| nor3_1 | 6 |
| o21a_1 | 6 |
| nor2_1 | 83 |
| dfxtp_1 | 114 |
| inv_1 | 55 |
| and3_1 | 27 |
| nand4_1 | 15 |
| a21o_1 | 7 |
| a21oi_1 | 28 |
| xnor2_1 | 57 |
| nand3_1 | 51 |
| o21ai_0 | 15 |
## final cells by class
cell class	instances	area [sq um]
clock buffer	10	229
clock inverter	6	68.8
fill	2352	15800
inverter	55	206
multi-input combinational	552	4120
sequential	147	3310
tap	324	405
timing repair buffer	22	165
## per-layer routing
layer	routed length, microns	global-route usage, %
met5	0	0
met4	118	1.05
met3	184	1.22
met2	4900	15.1
met1	6250	14.8
## timing repair
| item | in CTS | in global routing |
|---|---|---|
| endpoints found under the setup margin | 3 | 3 |
| pin swaps | 14 | 9 |
| gates resized | 34 | 13 |
| buffers inserted | 8 | 3 |
## cell usage in the layout, fill, tap and decap left out, types with 7 or more instances in the layout
cell type | Yosys | routed
a21o_1 | 7 | 7
a21oi_1 | 28 | 28
and3_1 | 27 | 26
buf_4 | 0 | 19
clkbuf_16 | 0 | 9
dfxtp_1 | 114 | 97
dfxtp_2 | 0 | 11
edfxtp_1 | 33 | 33
ha_1 | 72 | 58
ha_4 | 0 | 14
inv_1 | 55 | 55
nand2_1 | 46 | 46
nand3_1 | 51 | 51
nand4_1 | 15 | 15
nor2_1 | 83 | 83
nor2b_1 | 20 | 19
o21ai_0 | 15 | 13
or3_1 | 8 | 8
xnor2_1 | 57 | 57
xor2_1 | 51 | 51
## flip-flops by register name (all words and copies together), names as in the netlist, 11 cells and up
register      cells
u2.pwm_count     11
u3.count         14
u6.pwm_count     11
u1.pwm_value     11
u1.count         14
u5.pwm_value     11
u4.pwm_count     11
u5.count         14
u3.pwm_value     11
## worst max-delay path: cells and delay by family (launching register included)
| family | cells | cell delay, ns |
|---|---|---|
| AND-OR/OR-AND | 4 | 0.57 |
| adder cells (fa/ha/maj) | 1 | 0.23 |
| buffers and inverters | 1 | 0.23 |
| flip-flops | 1 | 0.33 |
| AND/OR/NAND/NOR | 1 | 0.12 |
## metrics by stage
step / setup WS [ns] / instance area (sq um)
final: 0.103 / 8510
after global routing: 0.00213 / 8510
after CTS: 0.00640 / 8420
after detailed placement: 0.120 / 7900
after global placement: 0.107 / 7900
after floorplan: 0.536 / 7420
## cells by family (layout without fill, tap and decap cells)
| family | Yosys count | after routing | synth area share [%] |
|---|---|---|---|
| buffers and inverters | 58 | 93 | 2.97 |
| adder cells (fa/ha/maj) | 75 | 75 | 12.9 |
| AND-OR/OR-AND | 80 | 80 | 7.13 |
| flip-flops | 147 | 147 | 44.1 |
| XOR/XNOR | 108 | 108 | 12.7 |
| AND/OR/NAND/NOR | 289 | 289 | 20.1 |
Power is estimated from default activity; no workload was simulated.
